==> design.v <==
module interrupt_encoder (
	input      [6:0] a_n,
	output reg [2:0] y_n
);
	always @(*)
	begin
		if(~a_n[6])
			y_n = 3'b000;  
		else if(~a_n[5])
			y_n = 3'b001;  
		else if(~a_n[4])
			y_n = 3'b010;  
		else if(~a_n[3])
			y_n = 3'b011;  
		else if(~a_n[2])
			y_n = 3'b100;  
		else if(~a_n[1])
			y_n = 3'B101;  
		else if(~a_n[0])
			y_n = 3'b110;  
		else
			y_n = 3'b111;  
	end
endmodule
module decoder_3_to_8(
	input  [2:0]     a,
	input            e1_n,
	input            e2_n,
	input            e3,
	output reg [7:0] y_n
);
	always @(e1_n or e2_n or e3 or a)
	begin
		if(e3 & ~e2_n & ~e1_n)
			case(a)
				0: y_n = 8'b11111110;
				1: y_n = 8'b11111101;
				2: y_n = 8'b11111011;
				3: y_n = 8'b11110111;
				4: y_n = 8'b11101111;
				5: y_n = 8'b11011111;
				6: y_n = 8'b10111111;
				7: y_n = 8'b01111111;
				default:
					y_n = 8'b11111111;
			endcase
		else
			y_n = 8'b11111111;
	end
endmodule
module watchdog(
	input clk,
	input clr,
	output berr_n
);
	reg [6:0] counter;
	assign berr_n = counter != 7'b1111111;
	initial
	begin
		counter = 7'd0;
	end
	always @(posedge clk or posedge clr)
	begin
		if(clr)
			counter <= 7'd0;
		else
		begin
			if(counter != 7'b1111111)
				counter <= counter + 1;
		end
	end
endmodule
module glue_logic(
	input         clk,                        
	input         as_n,                       
	input         rw,                         
	input         lds_n,                      
	input         uds_n,                      
	input  [2:0]  fc,                         
	input  [2:0]  addr_lower,                 
	input  [5:0]  addr_upper,                 
	input  [6:0]  irq_n,                      
	input         por_n,                      
	input         br_n,                       
	input         bg_n,                       
	input         bgack_n,                    
	input         vdp_irq_n,                  
	input         vdp_wait_n,                 
	output        reset_n,                    
	output        halt_n,                     
	output [2:0]  ipl_n,                      
	output [6:0]  iack_n,                     
	output        berr_n,                     
	output        ram_sel_n,                  
	output        rom_sel_n,                  
	output        uart_sel_n,                 
	output        lord_n,                     
	output        lowr_n,                     
	output        uprd_n,                     
	output        upwr_n,                     
	inout         dtack_n,                    
	output        ben_n,                      
	output        vpa_n,                      
	output        vdp_rd_n,
	output        vdp_wr_n
);
	wire   cpu_iack     = fc[2:0] == 3'b111;  
	wire   strobe_n     = as_n | cpu_iack;    
	assign vpa_n = 1'bZ;                       
	assign ben_n = 1'b0;                      
	wire   ram_address_n; 
	wire   rom_address_n; 
	wire   uart_address_n;
	wire   vdp_address_n;
	wire   vdp_sel_n;
	assign rom_address_n  = addr_upper[3:0] != 4'b1111;    
	assign uart_address_n = addr_upper[5:0] != 6'b111011;  
	assign vdp_address_n  = addr_upper[5:0] != 6'b111010;  
	assign ram_address_n  = addr_upper[2:0] != 3'b000;     
	assign ram_sel_n  = strobe_n | ram_address_n;
	assign rom_sel_n  = strobe_n | rom_address_n;
	assign uart_sel_n = strobe_n | uart_address_n;
	assign vdp_sel_n  = strobe_n | vdp_address_n;
	assign dtack_n = (ram_sel_n & rom_sel_n & ~vdp_wait_n) ? 1'bZ : 1'b0;
	assign reset_n = por_n ? 1'bZ : 1'b0;
	assign halt_n  = por_n ? 1'bZ : 1'b0;
	(*  keep="soft" *)
	wire dummy_irq;
	interrupt_encoder irq_encoder(
		.a_n(irq_n),
		.y_n(ipl_n)
	);
	decoder_3_to_8 irq_decoder(
		.a(addr_lower[2:0]),
		.e1_n(as_n),
		.e2_n(~cpu_iack),
		.e3(1'b1),
		.y_n({iack_n, dummy_irq})
	);
	wire   rd;
	assign rd = ~rw;
	assign lowr_n = rw | lds_n;
	assign lord_n = rd | lds_n;
	assign upwr_n = rw | uds_n;
	assign uprd_n = rd | lds_n;
	assign vdp_wr_n = vdp_sel_n | rw;
	assign vdp_rd_n = vdp_sel_n | rd;
	watchdog monitor(
		.clk(clk),
		.clr(as_n | ~por_n),
		.berr_n(berr_n)
	);
endmodule
==> run.sh <==
#!/bin/bash
# OpenROAD 26Q1-2900-gdf79404cd8, Yosys 0.63+post, stock flow scripts
make -C /OpenROAD-flow-scripts/flow DESIGN_CONFIG=/design/flow/config.mk WORK_HOME=/design/flow/orfs finish
==> config.mk <==
export PLATFORM = sky130hd
export DESIGN_NAME = glue_logic
export DESIGN_NICKNAME = glue_logic
export VERILOG_FILES = /design/flow/design.v
export SDC_FILE = /design/flow/constraint.sdc
export NUM_CORES = 4
export LEC_CHECK = 1
export CORE_AREA = 10 10 72 72
export DIE_AREA = 0 0 82 82
==> constraint.sdc <==
current_design glue_logic

set clk_period 1.4
set clk_io_pct 0.2

create_clock -name clk0 -period $clk_period [get_ports {clk}]

set non_clock_inputs [all_inputs -no_clocks]
set_input_delay [expr $clk_period * $clk_io_pct] -clock clk0 $non_clock_inputs
set_output_delay [expr $clk_period * $clk_io_pct] -clock clk0 [all_outputs]
==> results.toml <==
# synthesis and place-and-route metrics
[layout]
area_delta_synth_final_pct = 120.0
largest-register = "monitor.counter"
largest_reg_flops = 7
n_fill_cell = 371
final_area_mm2 = 0.001269
reg.largest.list = "monitor.counter: 7 flops"
drive_gt1_share_pct = 48.95

[synthesis]
synth_cells = 73
yosysWarnings = 7
syn_avg_cell_area_um2 = 7.901
syn_area_um2 = 576.8

[sta]
max_freq_ghz = 0.7091
fin_skew_ns = 0.0005762
slew_violations = 0
finalSetupViolCount = 1
fin_crit_sh_pct = 100.7
setup_tns_ns = -0.01022
fin_crit_ns = 1.410
rsz0062_at_grt = "yes"
setup_ws_ns = -0.01022
finalHoldViolCount = 0

[pwr]
power_density_mw_per_mm2 = 503.1
max-vdd-ir-drop_mv = 0.1818
leakage_nw = 0.6049

[routing]
wl_per_cell_um = 12.05
dr.pass1.iters = 2
viasPerCell = 4.105
drt_iter0_drc = 10
drc = 0
vias = 784
drtAntennaViolNets = 0
antenna_cells = 0
wirelength_um = 2302

[die]
die_h_um = 82
coreArea_mm2 = 0.003689
fp-row-count = 22
dieArea_mm2 = 0.006724
die_w_um = 82
io-pin-count = 55
core_util_floorplan_pct = 15.64

[global_routing]
antenna_found_initial = 0
gr-usage-all-layers_pct = 6.609
grt_pass1_wl_um = 3677
grt_pass1_vias = 835
grt-ovfl-total = 0
grt_max_degree = 8

[critical_path]
r2r_setup_slack_ns = 0.04
crit_path_max_fanout = 2
worst-setup-path-type = "reg -> out"
r2r_start = "monitor.counter[0]"
r2r-end = "monitor.counter[1]"
cp-start-kind = "flip-flop"
cp-end-kind = "output pin"
rr_worst_depth = 5
crit_required_ns = 1.12
arrival_ns = 1.13

[status]
outcome = "finished, violations left"
violations = "negative setup slack"

[placement]
hpwl_um = 1803
dpl-instance-area_mm2 = 0.001167
portBuffers = 44
gp_congestion = 0.8644

[hold_path]
hp-class = "in -> async"

[cts]
clockBufferDepth = 2
postCtsHoldBufs = 0
cts_buffers = 3
cts_root_buf = "clkbuf_8"
tritoncts = "done"
clk_pin_slew_ns = 0.04
ctsHtreeMaxLevel = 1
cts.sinks = 7
clock_latency_ns = 0.23

[flow_run]
warning_count = 32
maxCapViolCount = 0
[power by group]
group	internal, mW	leakage (nW)	total (mW)	switching, mW
combinational	0.0925	0.492	0.151	0.0590
sequential	0.203	0.0902	0.203	0
clock	0.197	0.0228	0.284	0.0866
total	0.493	0.605	0.638	0.146
[final cells by class]
class | instances | area, um^2 | area share, %
Tap cell | 48 | 60.06 | 4.734
Sequential cell | 7 | 175.2 | 13.81
Inverter | 3 | 11.26 | 0.8876
Clock buffer | 4 | 45.04 | 3.550
Multi-Input combinational cell | 61 | 436.7 | 34.42
Timing Repair Buffer | 68 | 540.5 | 42.60
[layout by cell type (no fill, tap or decap), types with 3 or more instances in the layout]
cell type        instances
buf_6                    6
nand3_1                  4
dlygate4sd2_1           12
conb_1                   5
inv_1                    3
buf_2                   12
clkbuf_8                 3
clkdlybuf4s50_1          3
or2_2                    3
clkbuf_2                 6
clkdlybuf4s15_1          5
dfrtp_1                  7
buf_4                   21
a31oi_1                  5
nor2_1                   5
nand2_1                  9
[metal layers]
metal / vias to the layer above / GRT usage [%] / wire, um / share of wire (%)
li1: 393 / - / - / -
met5: - / 0 / 0 / 0
met2: 24 / 10.97 / 1126 / 49
met1: 364 / 8.443 / 994 / 43
met4: 0 / 1.020 / 25 / 1.1
met3: 3 / 1.982 / 155 / 6.7
[critical path: stages (launching register included)]
cell     delay (ns)
dfrtp_1        0.35
ha_2           0.18
and3_4         0.19
nand4_4        0.07
buf_2          0.12
[how the worst max path moves through the flow]
stage | slack, ns | endpoint | depth (start not counted) | from
5_1_grt | -0.06 | berr_n | 4 | monitor.counter[1]
4_1_cts | -0.02 | berr_n | 4 | monitor.counter[1]
6_report | -0.01 | berr_n | 4 | monitor.counter[0]
[stage by stage]
| stage | hold slack (ns) | cells | worst slack [ns] | power [mW] | util (%) |
|---|---|---|---|---|---|
| after CTS | 0.3660 | 190 | -0.01977 | 0.6393 | 33.92 |
| after global placement | 0.5647 | 179 | -0.6296 | 0.3532 | 31.65 |
| after detailed placement | 0.5742 | 179 | -0.6644 | 0.3547 | 31.65 |
| after global routing | 0.3710 | 191 | -0.06183 | 0.6711 | 34.40 |
| after floorplan | 0.2253 | 77 | 0.03191 | 0.2423 | - |
| final | 0.3275 | 191 | -0.01022 | 0.6383 | 34.40 |
[timing repair]
item,CTS,global route
pin swaps,17,12
hold endpoints to repair,0,0
setup endpoints to repair,21,16
resized,100,26
buffers inserted,7,1
Power and IR drop assume default switching activity.
